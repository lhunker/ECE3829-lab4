==> flow/design.v <==
`timescale 1ns / 1ps
module xytovga(
    input [4:0] x,
    input [3:0] y,
	 input [10:0] hcount,
	 input [10:0] vcount,
    input [7:0] color,
    input blank,
    output [7:0] rgbout
    );
	 parameter black = 8'b0;
	 reg currentspot;
	 always @ (x, y, hcount, vcount)
	 if(32 * x < hcount && 32*(x+1) > hcount &&
			32 * y < vcount && 32 * (y+1) > vcount)
			currentspot = 1'b1;
	 else
			currentspot = 1'b0;
	 assign rgbout = blank ? black : currentspot ? color : black;
endmodule
==> flow/run.sh <==
#!/bin/bash
# OpenROAD 26Q1-2900-gdf79404cd8, Yosys 0.63+post, stock flow scripts
make -C /OpenROAD-flow-scripts/flow DESIGN_CONFIG=/design/flow/config.mk WORK_HOME=/design/flow/orfs finish
==> flow/config.mk <==
export PLATFORM = sky130hd
export DESIGN_NAME = xytovga
export DESIGN_NICKNAME = xytovga
export VERILOG_FILES = /design/flow/design.v
export SDC_FILE = /design/flow/constraint.sdc
export NUM_CORES = 4
export LEC_CHECK = 1
export CORE_AREA = 10 10 70 70
export DIE_AREA = 0 0 80 80
==> flow/constraint.sdc <==
current_design xytovga

set clk_period 2.4
set clk_io_pct 0.2

create_clock -name clk0 -period $clk_period

set non_clock_inputs [all_inputs -no_clocks]
set_input_delay [expr $clk_period * $clk_io_pct] -clock clk0 $non_clock_inputs
set_output_delay [expr $clk_period * $clk_io_pct] -clock clk0 [all_outputs]
==> results.txt <==
From the run reports.

- The run finished, with violations left.
- The checks that failed: setup timing.
- The number of I/O port buffers is 48.
- The post-synthesis average cell area is 7.96 um2.
- The HPWL after detailed placement is 2300 um.
- Endpoints failing hold in the final report were tallied at 0.
- The final clock period utilization by the worst path reads 121%.
- The routability congestion estimate from global placement reads 0.848.
- Of all nets on the critical path, the largest fanout is 7.
- The leading area contributor after synthesis is sky130_fd_sc_hd__ha_1.
- In this build the clock could be raised as far as 345 MHz.
- After technology mapping, the gate count stands at 92.
- The count of pins on the block boundary is 48.
- The count of final setup violators reads 8.
- The cell area power density is 169 mW/mm2.
- In this run, distinct cell masters in the synthesized netlist total 25.
- Setup repair after global routing could not meet its margin everywhere.
- The total detailed-routing wirelength reads 3130 um.
- The design has 0 sequential cells.
- In this run the tools logged warnings totalling 36.
- Per the placement report, the placed cell count is 202.
- The data required time of the worst path is 1.92 ns.
- Detailed-route iteration 0 reported a violation count of 20.
- The slew check shows that the tightest pin keeps a relative margin of 77.7%.
- For the completed layout, the total cell area is recorded as 0.00175 mm2.
- The max-cap violation count is 0.
- The count of unresolved DRC violations after routing reads 0.
- The count of standard-cell rows reads 21.
- The measured slew at the worst slew-check pin is 0.333 ns.
- The maximum number of pins on one net before global-route repair is 8.
- Subtracting the final worst setup slack from the clock period gives 2.90 ns.
- The wire length of the first global-routing pass is 5080 um.
- The post-route non-filler standard cell count is 215.
- In the setup report, the worst path falls into the class input port to primary output.
- The die span in x is 80 um.
- The residual antenna-violating net count after detailed routing is 0.
- The portion of synthesized cell area occupied by the leading cell type is 37.6%.
- The post-route worst hold slack is 1.56 ns.
- The number of warnings reported in the yosys synthesis log is 1.
- For this design, Yosys synthesis ends with a cell count of 92.
- Hold analysis shows the worst path with a depth of 4.
- The floorplan core area reads 0.00342 mm2.
- The worst setup slack after placement reads -1.18 ns.
- The chip area in the Yosys report is 732 um2.
- The area taken by multi-input combinational cells is reported as 933 um2.
- The number of hold buffers added after CTS reads 0.
- In the hold report, the worst path ends at rgbout[7].
- The cell area after synthesis is 732 um2.
- Counting the clock-network buffers in the layout gives 0.
- The average detailed-routed wire length per instance is 14.6 um.
- STA classifies the critical path startpoint as an input port.
- The total of fill cells in the finished design reads 300.
- After synthesis, the cell types taking the most area are sky130_fd_sc_hd__ha_1 38%, sky130_fd_sc_hd__inv_1 12%, sky130_fd_sc_hd__nor4_1 6.8%, sky130_fd_sc_hd__a21oi_1 4.1%, sky130_fd_sc_hd__a21o_1 4.1%.
- The number of iterations in the first detailed-routing pass is 4.
- The initial antenna violation count is 0.
- Sequential elements use 0% of the synthesized area.
- The worst min-delay path category is input port to primary output.
- The origin of the worst min-delay path is color[7].
- The total grt overflow is 0.
- The kind of end point of the critical path is a primary output.
- The total power draw is 0.000295 W.
- The critical path arrival reads 2.42 ns.
- The placed instances occupy a cell area of 0.00139 mm2.
- The fraction of layout instances using a drive strength above 1 reads 49.7%.
- The smallest setup slack after layout reads -0.497 ns.
- The sequential standard cell area reads 0 um2.
- The number of antenna cells inserted is 0.
- The overall die height is 80 um.
- The number of global-route vias before repair reads 1101.
- The share of the core filled by cells before placement is 21.4%.
- The leakage power is 0.808 nW.
- The total die area reads 0.00640 mm2.
- The area overhead of the layout relative to synthesis reads 139%.
- The most frequent cell after synthesis is sky130_fd_sc_hd__inv_1.
- The total via count after detailed routing reads 982.
- The maximum vdd ir drop reads 0.0729 mV.
- The final timing report lists a max-slew violation count of 0.
- The overall track demand over capacity in global routing is 9.21%.
- By count the netlist is led by 23 x sky130_fd_sc_hd__inv_1, 22 x sky130_fd_sc_hd__ha_1, 8 x sky130_fd_sc_hd__nor4_1, 6 x sky130_fd_sc_hd__a21oi_1.
- The routed via count divided by cell count reads 4.57.
==> routing by layer <==
layer | share of wire (%) | vias up | track usage, %
met1 | 51 | 456 | 12.7
met3 | 4.2 | 0 | 0.909
li1 | - | 493 | -
met2 | 45 | 33 | 15.7
met5 | 0 | - | 0
met4 | 0 | 0 | 0.352
==> power breakdown <==
group / switching [W] / internal [W]
logic: 0.000123 / 0.000173
registers: 0 / 0
clock network: 0 / 0
==> cells in the final DEF, fill, tap and decap left out, types with 2 or more instances in the layout <==
cell,instances
sky130_fd_sc_hd__a21o_1,4
sky130_fd_sc_hd__nor4_1,3
sky130_fd_sc_hd__dlygate4sd2_1,10
sky130_fd_sc_hd__inv_2,6
sky130_fd_sc_hd__inv_1,17
sky130_fd_sc_hd__buf_6,8
sky130_fd_sc_hd__ha_1,10
sky130_fd_sc_hd__a21oi_1,6
sky130_fd_sc_hd__xor2_2,2
sky130_fd_sc_hd__and3_4,2
sky130_fd_sc_hd__buf_4,22
sky130_fd_sc_hd__nand3_2,4
sky130_fd_sc_hd__xnor2_2,2
sky130_fd_sc_hd__nand2_1,3
sky130_fd_sc_hd__ha_4,11
sky130_fd_sc_hd__nor4_2,4
sky130_fd_sc_hd__buf_2,9
sky130_fd_sc_hd__clkdlybuf4s50_1,25
==> critical path, cell delays in order <==
cell and delay (ns):
sky130_fd_sc_hd__dlygate4sd2_1 0.25, sky130_fd_sc_hd__ha_2 0.20, sky130_fd_sc_hd__and3_4 0.19, sky130_fd_sc_hd__ha_4 0.26
sky130_fd_sc_hd__and3_4 0.19, sky130_fd_sc_hd__a221o_1 0.20, sky130_fd_sc_hd__o31ai_4 0.10, sky130_fd_sc_hd__buf_6 0.15
sky130_fd_sc_hd__nor4_2 0.27, sky130_fd_sc_hd__buf_2 0.14
==> per-stage QoR <==
step,util [%],TNS (ns)
after detailed placement,40.7,-9.33
after global routing,51.2,-4.24
final,51.2,-3.46
after CTS,47.6,-3.75
after global placement,40.7,-9.09
after floorplan,-,0
==> how the worst max path moves through the flow <==
stage	startpoint	end	slack, ns	cells past startpoint
final	y[1]	rgbout[6]	-0.50	10
after global routing	y[1]	rgbout[6]	-0.58	10
after CTS	x[1]	rgbout[0]	-0.51	13
==> logic make-up after synthesis <==
group                    after synthesis  synth area share, %
XOR/XNOR                               5                 5.98
AND-OR/OR-AND                         18                 24.1
buffers and inverters                 23                 11.8
adder cells (fa/ha/maj)               22                 37.6
AND/OR/NAND/NOR                       24                 20.5
==> layout make-up <==
| type | instances | area share (%) |
|---|---|---|
| Inverter | 23 | 4.94 |
| Tap cell | 46 | 3.29 |
| Timing Repair Buffer | 77 | 38.4 |
| Multi-Input combinational cell | 69 | 53.4 |
==> repair_timing <==
item,CTS,global route
setup buffers,11,2
gates cloned,0,0
endpoints found under the setup margin,8,8
pin swaps,27,12
resized,86,18
Power is estimated from default activity; no workload was simulated.
